===== run.sh =====
#!/bin/bash
# OpenROAD 26Q1-2900-gdf79404cd8, Yosys 0.63+post, stock flow scripts
make -C /OpenROAD-flow-scripts/flow DESIGN_CONFIG=/design/flow/config.mk WORK_HOME=/design/flow/orfs finish

===== config.mk =====
export PLATFORM = sky130hd
export DESIGN_NAME = alu
export DESIGN_NICKNAME = alu
export VERILOG_FILES = /design/flow/design.v
export SDC_FILE = /design/flow/constraint.sdc
export NUM_CORES = 4
export LEC_CHECK = 1
export CORE_UTILIZATION = 50

===== constraint.sdc =====
current_design alu

set clk_period 16.1
set clk_io_pct 0.2

create_clock -name clk0 -period $clk_period

set non_clock_inputs [all_inputs -no_clocks]
set_input_delay [expr $clk_period * $clk_io_pct] -clock clk0 $non_clock_inputs
set_output_delay [expr $clk_period * $clk_io_pct] -clock clk0 [all_outputs]

===== design.v =====
`timescale 1ns / 1ps
module alu (
	input wire [3:0] alu_control,  
	input wire [32-1:0] A, 
	input wire [32-1:0] B , 
	output reg zero, 
	output reg [32-1:0] result
);
reg [32-1:0] temp ; 
always @(alu_control or A or B) 
begin
	case (alu_control)    
		4'b0000 :       result = A & B; 
		4'b0001 :        result = A | B; 
		4'b0010 :       result = A + B; 
		4'b0110 :  result = A - B; 
		4'b1100 :       result = ~(A | B) ; 
		4'b0111 : result = $signed(A) < $signed(B) ?  1 : 0;
		default : temp = { 32 {1'b0} } ; 
	endcase
	zero = (result == 0) ? 1 : 0; 
end 
endmodule

==> notes.md <==
The run has ended; figures from its reports follow.

The worst-margin pin slew is 0.855 ns. The script logs the ratio of routed vias to standard cells as 6.31. The count of standard-cell rows is 41. The timer found 32 register pins that no clock reaches; their paths are not timed. Per STA, the worst path is made up of clkdlybuf4s50_1 -> inv_1 -> ha_1 -> inv_1 -> a211oi_1 -> a21oi_1 -> o21ai_0 -> a21oi_1 -> a211o_1 -> o211a_2 -> or4b_1 -> nor4_2 -> nand4b_1 -> nor4_2 -> clkdlybuf4s50_1. By startpoint and endpoint, the worst setup path is classified as in -> out.

Counting the warning lines in the Yosys log gives 1. The proportion of synthesized flip-flops having asynchronous set or reset came out at 0. The number of instances in the placed design came out at 1181. The top cell types in the final layout, fill and taps aside, are sky130_fd_sc_hd__nor2_1, sky130_fd_sc_hd__ha_1, sky130_fd_sc_hd__inv_1, sky130_fd_sc_hd__clkdlybuf4s50_1, sky130_fd_sc_hd__a21oi_1. The sum of buffers and inverters on the critical path is 4. Overall power consumption after layout is estimated at 0.000260 W.

The number of flip-flops under the largest register name is 32. The worst setup path is captured at an output pin.

The number of antenna cells inserted is 0. The post-synth count of flops with an enable pin is 0. The vertical die size came out at 115 um.

The number of gates given a new drive strength after cts is 0. The headroom to the max-slew limit is 0.429. The first-pass GRT wire length came out at 36100 um. The synthesized netlist handed to floorplanning was reported with a cell count of 949. The die area is 13300 um2. The delay of the slowest critical-path stage came out at 0.65 ns.

The number of global-route vias before repair came to 6655. The setup fix buffers added after clock tree synthesis came out at 0. The tally of nets with antenna violations remaining after routing came out at 0. The total power divided by cell area is 34.5 nW/um2. The placer congestion estimate came out at 1.09. The largest net degree at the start of global routing is 38. The first element of the critical path is A[5]. The count of endpoints failing hold in the final timing report is 0. The initial antenna violation count is 0. Setup repair after global routing left no endpoint under its margin. The number of OpenROAD warnings came out at 104. After global routing the overflow that remains totals 0. In this run, synthesis produced a sequential element count of 32.

The data required time of the worst path is 12.88 ns. The number of DRC markers in iteration 0 is 777. The primary flip-flop cell chosen by synthesis mapping is sky130_fd_sc_hd__dlxtn_1. The area of the mapped netlist came out at 6440 um2. The final max-slew violation count came out at 0.

The final total negative setup slack is 0 ns. The quantity of I/O buffers inserted on ports is 101. Per the timing report, the achievable frequency comes out to 86.5 MHz.

Per the detailed-route log, wirelength across all metal layers totals 23200 um. The final standard cell count with taps included and fillers excluded came out at 1181. The final count of negative-setup-slack endpoints came out at 0.

The effective utilization at floorplan came out at 0.512. The type recorded for the worst min-delay path is in -> out. The worst setup path is launched from a primary input.

The synth_stat.txt file lists the number of cells as 949. The number of buffers added to fix hold violations after cts is 0. The number of unconstrained endpoints is 64. The fraction of layout instances using a drive strength above 1 came out at 0.0406. The post-synthesis area per instance is 6.78 um2. The count of unique library cells instantiated by Yosys is 80. The max-cap check violation count came out at 0. In this run the horizontal extent of the chip is 115 um. The final cycle utilization of the critical path came out at 0.718. The combined global-route utilization of all metal layers came out at 0.355. The run finished with clean final reports.

The post-DP HPWL is 18500 um. According to the timing report, the arrival time at the worst endpoint equals 8.34 ns. For the worst min-delay path, the startpoint reported by OpenROAD is B[22]. The top cell type in the final layout, fill and taps aside, is sky130_fd_sc_hd__nor2_1. The core box area is 12600 um2. The stat command in Yosys gives a chip area of 6440 um2. The top-level port count is 101. The worst VDD IR drop from the latest analysis is 0.0160 mV. Of all nets on the critical path, the largest fanout is 12. The critical path's slowest cell is sky130_fd_sc_hd__a211oi_1.

The first detailed-routing pass ran for 6 iterations. Between the synthesized netlist and the finished layout, the area growth was recorded as 17.2%. The mean routed wirelength per cell is 19.7 um. The static leakage power came out at 3.35 nW.

The overall via count from detail_route came out at 7449. The final routed DRC violation total is 0. The final timing report derives a shortest allowable period of 11.56 ns. In this design, the largest share of critical-path delay is due to AND-OR/OR-AND gates.
[report_power, final]
group	switching (W)	leakage, nW	internal, W
Clock	0	0	0
Sequential	0.00000207	0.255	0.0000142
Combinational	0.000145	3.10	0.0000993
Total	0.000147	3.35	0.000114
[kinds of logic after synthesis]
| family | after synthesis | synth area share |
|---|---|---|
| compound gates | 316 | 0.339 |
| simple gates | 316 | 0.248 |
| buf+inv | 156 | 0.0960 |
| fa+ha+maj | 105 | 0.206 |
| latches | 32 | 0.0746 |
| xor+xnor | 12 | 0.0163 |
| mux | 12 | 0.0194 |
[stage by stage]
stage | area, um2 | setup WS [ns] | util | hold slack [ns]
after CTS | 7540 | 4.63 | 0.600 | 7.77
after global placement | 7540 | 4.64 | 0.600 | 7.76
after floorplan | 6440 | 6.75 | - | 6.84
after global routing | 7540 | 4.32 | 0.600 | 7.87
after detailed placement | 7540 | 4.65 | 0.600 | 7.77
final | 7540 | 4.54 | 0.600 | 7.76
[per-layer routing]
layer	up-vias	global-route usage	routed length (um)
li1	3588	-	-
met1	3373	0.527	10200
met2	426	0.544	9950
met3	62	0.0559	2480
met4	0	0.0745	606
met5	-	0	0
[cell type report]
class / count / area (um2)
flip-flops and latches: 32 / 480
fillers: 1203 / 5030
multi-input cells: 761 / 5360
repair buffers: 113 / 1100
well taps: 172 / 215
inverters: 103 / 387
[synth_stat cells (9+ instances only)]
library cell | n | area [um2]
sky130_fd_sc_hd__nor2b_1 | 16 | 100
sky130_fd_sc_hd__o31ai_1 | 9 | 67.6
sky130_fd_sc_hd__o21ai_0 | 52 | 260
sky130_fd_sc_hd__nor3_1 | 24 | 120
sky130_fd_sc_hd__ha_1 | 103 | 1290
sky130_fd_sc_hd__nand4_1 | 10 | 62.6
sky130_fd_sc_hd__clkbuf_1 | 43 | 161
sky130_fd_sc_hd__inv_1 | 102 | 383
sky130_fd_sc_hd__o211ai_1 | 18 | 135
sky130_fd_sc_hd__dlxtn_1 | 32 | 480
sky130_fd_sc_hd__a221oi_1 | 11 | 96.3
sky130_fd_sc_hd__nor4_1 | 9 | 56.3
sky130_fd_sc_hd__a21o_1 | 15 | 113
sky130_fd_sc_hd__a211oi_1 | 16 | 120
sky130_fd_sc_hd__nand2_1 | 62 | 233
sky130_fd_sc_hd__xnor2_1 | 10 | 87.6
sky130_fd_sc_hd__nor2_1 | 107 | 402
sky130_fd_sc_hd__nand3_1 | 23 | 115
sky130_fd_sc_hd__a31oi_1 | 17 | 106
sky130_fd_sc_hd__a21oi_1 | 71 | 355
[path summary, 6_finish.rpt]
path                  depth (start not counted)  slack, ns   end
worst max-delay path                         15       4.54  zero
worst min-delay path                          7       7.76  zero
No activity file was given, so power comes from the tool's default toggle rates.
