==> flow/design.v <==
`timescale 1ns / 1ps
module cpu_registers (
    input wire clk,	
    input wire rst , 
    input wire write_en,
    input wire [4:0] src1_addr,
    input wire [4:0] src2_addr, 
    input wire [4:0] dst_addr, 
    input wire [32-1:0]data_in    ,  
    output wire [32-1:0] src1_out  ,   
    output wire [32-1:0] src2_out  
);
reg [32-1:0] RFILE [32-1:0];
integer i;
assign src1_out = RFILE[src1_addr] ; 
assign src2_out = RFILE[src2_addr] ; 
always @(posedge clk)
begin 
    if (rst) begin 
        for (i = 0; i < 32; i = i + 1) begin
            RFILE[i] <= { 32 {1'b0} } ; 
        end 
    end else begin 
        if (write_en) begin 
            RFILE[dst_addr] <= data_in;				
        end 	
    end
end
endmodule
==> flow/run.sh <==
#!/bin/bash
# OpenROAD 26Q1-2900-gdf79404cd8, Yosys 0.63+post, stock flow scripts
make -C /OpenROAD-flow-scripts/flow DESIGN_CONFIG=/design/flow/config.mk WORK_HOME=/design/flow/orfs finish
==> flow/config.mk <==
export PLATFORM = sky130hd
export DESIGN_NAME = cpu_registers
export DESIGN_NICKNAME = cpu_registers
export VERILOG_FILES = /design/flow/design.v
export SDC_FILE = /design/flow/constraint.sdc
export NUM_CORES = 4
export LEC_CHECK = 1
export CORE_UTILIZATION = 50
==> flow/constraint.sdc <==
current_design cpu_registers

set clk_period 11.5
set clk_io_pct 0.2

create_clock -name clk0 -period $clk_period [get_ports {clk}]

set non_clock_inputs [all_inputs -no_clocks]
set_input_delay [expr $clk_period * $clk_io_pct] -clock clk0 $non_clock_inputs
set_output_delay [expr $clk_period * $clk_io_pct] -clock clk0 [all_outputs]
==> results.sh <==
# yosys + openroad results
export IMPL_outcome="complete, no violations"
export IMPL_switching_share_pct=25.7
export IMPL_cts_max_level=3
export IMPL_reg_largest_list="RFILE (1024)"
export IMPL_post_cts_setup_buffers=0
export IMPL_max_slew_margin_pct=34.1
export IMPL_top_area_share_pct=54.5
export IMPL_power_share_clock_pct=38.8
export IMPL_top_register="RFILE"
export IMPL_ctsResizeCount=0
export IMPL_first_global_vias=38700
export IMPL_critPathLaunchType="input pin"
export IMPL_final_cell_mix="edfxtp_1 (1024), mux2i_1 (1024), and2_1 (1024), nand2_1 (193), nand3_1 (193)"
export IMPL_syn_avg_cell_area_um2=12.2
export IMPL_p_comb_share_pct=12.1
export IMPL_cts_hold_buf=0
export IMPL_cts_tree="done"
export IMPL_dieArea_um2=114000
export IMPL_crit_required_ns=9.20
export IMPL_p_int_w=0.00667
export IMPL_crit_type="input pin to primary output"
export IMPL_rows=122
export IMPL_async_reset_ff_share_pct=0
export IMPL_dr_total_vias=37700
export IMPL_grt_pass1_wl_um=276000
export IMPL_critPathArrivalTime_ns=5.93
export IMPL_routed_wl_um=195000
export IMPL_cts_inserted_buffers=117
export IMPL_synth_edff_count=1024
export IMPL_power_frac_seq_pct=49.1
export IMPL_use_met1_pct=46.7
export IMPL_synthCells=4640
export IMPL_grt_ovfl_total=0
export IMPL_gr_usage_met3_pct=23.2
export IMPL_warnings=26
export IMPL_setup_viol=0
export IMPL_numPortBuffers=113
export IMPL_tightest_slew_ns=0.985
export IMPL_antenna_found_initial=6
export IMPL_grt_usage_pct=37.6
export IMPL_ys_types=31
export IMPL_maxCapViolations=0
export IMPL_floorplanUtilization_pct=50.7
export IMPL_synth_chip_area_um2=56500
export IMPL_yosysTopAreaCell="edfxtp_1"
export IMPL_p_per_area_nw_per_um2=145
export IMPL_yosysWarnings=1
export IMPL_topCellsByArea="edfxtp_1 (54%), mux2i_1 (18%), and2_1 (11%), a22oi_1 (2.6%), a22o_1 (2.0%)"
export IMPL_die_x_um=338
export IMPL_totalPowerFinal_w=0.00897
export IMPL_wl_per_cell_um=31.7
export IMPL_ios=114
export IMPL_ys_cells=4640
export IMPL_area_growth_pct=9.81
export IMPL_core_um2=111000
export IMPL_clk_pin_slew_ns=0.06
export IMPL_grt_busiest_layer="met2"
export IMPL_cts_root_buf="clkbuf_16"
export IMPL_drive_above_1_share_pct=8.66
export IMPL_leakagePower_nw=24.2
export IMPL_netSwitchingPower_w=0.00230
export IMPL_drtIter0Drc=2375
export IMPL_grt_max_degree=94
export IMPL_numSynthFlops=1024
export IMPL_min_path_type="input pin to flop"
export IMPL_grtUsageMet2_pct=54.7
export IMPL_final_max_slew_viol_count=0
export IMPL_period_minus_slack_ns=8.23
export IMPL_cts_buffer_depth=3
export IMPL_first_pass_iters=5
export IMPL_peakVddDrop_mv=0.127
export IMPL_grt_setup_unrepaired="no"
export IMPL_crit_path_end_kind="primary output"
export IMPL_syn_area_um2=56500
export IMPL_postRouteAntennaNets=0
export IMPL_cts_sinks=1024
export IMPL_largest_reg_flops=1024
export IMPL_ys_seq_share_pct=54.5
export IMPL_clock_fmax_ghz=0.122
export IMPL_gp_congestion=0.895
export IMPL_die_h_um=338
export IMPL_post_route_period_util_pct=71.6
export IMPL_final_setup_tns_ns=0
export IMPL_ff_type="edfxtp_1"
export IMPL_hold_viol=0
export IMPL_dp_hpwl_um=107000
export IMPL_remaining_drc_errors=0
export IMPL_crit_fanout=35
export IMPL_routed_via_density=6.12
-- metal layers --
layer  vias to the layer above  routed length (um)
met3                       496               28900
met1                     18300               67900
li1                      16900                   -
met4                        16                9790
met2                      2075               88300
met5                         -                 382
-- through the flow --
step / instance area, um2 / utilization, % / setup WS (ns) / std cells / hold WS, ns
2_1_floorplan: 56500 / - / 5.85 / 4640 / 2.50
3_3_place_gp: 58500 / 52.6 / 3.37 / 5948 / 3.25
3_5_place_dp: 58500 / 52.6 / 3.32 / 5948 / 3.25
4_1_cts: 62000 / 55.7 / 3.32 / 6163 / 2.50
5_1_grt: 62000 / 55.7 / 3.21 / 6164 / 2.53
6_report: 62000 / 55.7 / 3.27 / 6165 / 2.53
-- worst paths after layout --
check / start / endpoint / depth (start not counted)
worst min-delay path: data_in[17] / RFILE[24][17] / 3
worst max-delay path: src1_addr[0] / src1_out[20] / 9
-- worst max-delay path, stage by stage --
cell and delay (ns):
clkdlybuf4s50_1 0.62, and2_4 0.62, buf_4 0.66, buf_4 0.50, a22o_1 0.21, nor3_1 0.05
a31oi_1 0.29, nand3_1 0.17, clkdlybuf4s50_1 0.44
-- power groups by stage --
stage     combinational (W)  sequential [W]  clock [W]
6_report            0.00109         0.00440    0.00348
5_1_grt             0.00115         0.00443    0.00366
4_1_cts             0.00107         0.00440    0.00352
-- synthesized netlist by cell type, types with 22 or more instances --
cell,n
or2_2,34
a31oi_1,64
a22oi_1,192
buf_4,76
mux2i_1,1024
nand3_1,193
buf_1,23
a21oi_1,192
nor2_1,22
nor3_1,64
buf_6,43
a22o_1,128
clkbuf_2,66
edfxtp_1,1024
buf_2,50
nand2_1,195
and2_1,1026
clkbuf_1,186
-- cells by family after synthesis --
| family | synth area share (%) |
|---|---|
| simple gates | 16.1 |
| flops | 54.5 |
| mux | 18.2 |
| compound gates | 6.95 |
| buf+inv | 4.34 |
-- final cells by class --
class	count	area [um2]
clock buffers	146	3080
clock inverters	69	440
multi-input cells	3168	23500
flip-flops and latches	1024	30700
diodes	2	5.00
well taps	1488	1860
repair buffers	268	2400
fillers	8958	49300
Power figures rest on the tool's default switching activity, not on a simulated workload.
